File: /design/flow/config.mk
export PLATFORM = sky130hd
export DESIGN_NAME = stack
export DESIGN_NICKNAME = stack
export VERILOG_FILES = /design/flow/design.v
export SDC_FILE = /design/flow/constraint.sdc
export NUM_CORES = 4
export LEC_CHECK = 1
export CORE_UTILIZATION = 50
File: /design/flow/constraint.sdc
current_design stack

set clk_period 3.5
set clk_io_pct 0.2

create_clock -name clk0 -period $clk_period [get_ports {clk}]

set non_clock_inputs [all_inputs -no_clocks]
set_input_delay [expr $clk_period * $clk_io_pct] -clock clk0 $non_clock_inputs
set_output_delay [expr $clk_period * $clk_io_pct] -clock clk0 [all_outputs]
File: /design/flow/design.v
module stack (clk, rst, push, pop, data_in, data_out, full, empty);
    integer i;
    parameter WIDTH = 16;
    parameter DEPTH = 8;
    input clk;       
    input rst;       
    input push;      
    input pop;       
    input [WIDTH-1:0] data_in;   
    output [WIDTH-1:0] data_out;  
    output reg full;       
    output reg empty;      
    reg [WIDTH-1:0] mem [0:DEPTH-1];  
    reg [2:0] top;          
    initial begin
        top <= 3'b0;
        full <= 0;
        empty <= 1;
    end
    assign data_out = top > 3'b000 ? mem[top-1] : 16'd0;
    always @(negedge clk or posedge rst) begin
        if (rst) begin
            top <= 3'b000;        
            full <= 1'b0;       
            empty <= 1'b1;      
        end
        else begin
            if (push && ~full) begin
                mem[top] <= data_in;
                top <= top + 1;
                empty <= 1'b0;
                if (top == 3'b111)  
                    full <= 1'b1;
            end
            else if (pop && ~empty) begin
                top = top - 1;
                full <= 1'b0;
                if (top == 3'b000)    
                    empty <= 1'b1;
            end
        end
    end
endmodule
File: /design/flow/run.sh
#!/bin/bash
# OpenROAD 26Q1-2900-gdf79404cd8, Yosys 0.63+post, stock flow scripts
make -C /OpenROAD-flow-scripts/flow DESIGN_CONFIG=/design/flow/config.mk WORK_HOME=/design/flow/orfs finish
==> run summary <==
Status = complete, but fails checks
Failing checks = negative setup slack
Worst-Skew Late Latency = 0.50 ns
Peak supply drop = 0.000611 V
Setup Viol. Count Final = 17
Post-Syn Instances = 305
Fin Clk Skew = 0.0629 ns
Hold Buf Count CTS = 0
Chip area = 0.0113 mm^2
Layout Cells excl Fill = 694
Root buffer cell = clkbuf_8
WHS = 0.557 ns
Adder share = 0.0184
DRC = 0
Worst EP required = 2.80 ns
Placed cells = 506
Commonest Layout Cell = inv_1
Synth cell types = 34
Yosys simple share = 0.0530
Clk buf depth = 2
Slew Viols, Final = 0
CTS clock-pin slew for the worst setup and hold paths = 0.05 ns
# rows = 37
Cell Int Power = 5270 uW
Mux cell area share = 0.0689
Worst reg2reg path depth = 7
Grt ovf = 0
Vias per Instance = 5.18
Hpwl dp = 6780 um
Final instance area = 0.00786 mm^2
Area leader share = 0.708
Largest net degree at the start of global routing = 24
DR WL/cell = 17.1 um
Routability cong. = 0.807
Xor/xnor share = 0.00783
Crit. Startpoint = top[1]$_DFFE_NP0P_
CTS tree = done
R2R Path Start = top[1]$_DFFE_NP0P_
# diodes = 0
Initial DRC count = 187
Core Box Area = 0.0104 mm^2
Die X = 106 um
Syn Area/Cell = 17.8 um^2
Switch share = 0.347
Dominant register cell = edfxtp_1
FP Util = 0.521
Final Hold Fails = 0
DR vias = 3593
Leading area contributor after synthesis = edfxtp_1
Routed WL = 11900 um
Max-cap violations = 0
Layout area overhead = 44.6%
Critical path class = reg2out
Mapped Area = 0.00543 mm^2
First-pass GRT wire length = 18500 um
Num ports = 38
Clock Sinks = 133
OpenROAD warnings = 163
R2r setup slk = 1.47 ns
Pwr per Cell Area = 1030 mW/mm^2
FF-to-FF End = mem[0][8]$_DFFE_NP_
Top cells, area = edfxtp_1, mux2_4, a222oi_1
Yosys aoi share = 0.0951
Chip Area, Yosys = 0.00543 mm^2
CP Launch Type = flop
End of the critical path = data_out[7]
DRT Pass-1 Iters = 5
Core Util, Final = 0.754
Hold Crit Class = reg2reg
Post-synth seq share = 0.731
Logic gate share of total power = 0.472
Crit Path Max Fanout = 6
Die Y = 106 um
Final Total Pwr = 8070 uW
RSZ-0062 raised after global routing = true
Cts bufs inserted = 17
Detail Route Antenna Nets = 0
Dominant logic cell types in the final layout = inv_1, edfxtp_1, buf_4
Clk network pwr share = 0.285
Vias in the first global route = 3911
Port Buffer Count = 37
Htree depth = 4
Layout cell share with drive strength beyond 1 = 0.351
Worst-margin pin slew = 0.352 ns
Final Worst Setup Slack = -1.40 ns
Top non-seq family = AND-OR/OR-AND gates
GRT Total Usage = 0.247
Yosys warning total = 2
Crit. End Element = primary output
Seq pwr share = 0.243
Initial antenna violation count = 0
Arr. time, crit path = 4.20 ns
Placed instance area = 0.00641 mm^2
Register bit count reported by yosys = 133
# Cells Yosys = 305
EDFF count, synth = 128
Slew HR = 0.766
Async set-reset flop share out of synthesis = 0.0376
Leak = 0.00336 uW
P_sw = 2800 uW
-- routing by layer --
layer  global-route usage  up-vias  share of wire
li1                     -     1730              -
met1                0.371     1689           0.41
met2                0.347      163           0.48
met3                0.128       11          0.097
met4               0.0823        0         0.0094
met5                    0        -              0
-- synthesized netlist by cell type, types with 2 or more instances --
cell	n
a211oi_2	9
and3_1	8
nand2_1	2
buf_6	5
clkbuf_1	12
mux2_4	12
a22oi_1	18
nor3_2	9
nor2b_1	2
xnor2_1	2
buf_4	2
mux2i_1	16
dfrtn_1	4
mux2_2	3
edfxtp_1	128
a211oi_1	6
a222oi_1	16
ha_1	8
nor3_1	7
nor2_1	18
inv_1	5
-- logic make-up (layout without fill, tap and decap cells) --
family	Yosys count	after routing
AOI/OAI and AO/OA	54	54
xor gates and xnor gates	4	4
adders and majority gates	8	8
buffers and inverters	25	278
DFF	133	133
muxes	31	31
and+or+nand+nor	50	50
-- what timing repair did --
action                                 in CTS  in global routing
buffers inserted                           27                  2
setup endpoints to repair                  18                 85
gates resized                             101                  7
endpoints found under the hold margin       0                  0
pin swaps                                  31                  3
-- per-stage QoR --
step,setup TNS [ns],setup slack (ns)
3_5_place_dp,-72.84,-1.17
6_report,-21.25,-1.40
5_1_grt,-22.81,-1.50
4_1_cts,-21.25,-1.40
3_3_place_gp,-74.89,-1.17
2_1_floorplan,-13.76,-0.679
-- power groups by stage --
stage | clock network, uW | registers (uW) | logic, uW
final | 2300 | 1970 | 3810
after global routing | 2530 | 1970 | 4090
after CTS | 2350 | 1970 | 3750
-- final cells by class --
cell class | instances | area, um^2
Sequential cell | 133 | 3970
Fill cell | 595 | 2560
Multi-Input combinational cell | 147 | 1490
Timing Repair Buffer | 113 | 1130
Clock inverter | 144 | 663
Clock buffer | 17 | 414
Tap cell | 136 | 170
Inverter | 4 | 15.0
-- state kept, by name (all words and copies together), names as in the netlist --
signal	flops
mem	128
full	1
empty	1
top	3
-- worst max-delay path, stage by stage (launching register included) --
cell and delay [ns]:
dfrtn_1 0.44, inv_2 0.08, ha_4 0.20, xnor2_4 0.22, buf_4 0.16, buf_12 0.11
buf_12 0.12, mux2_4 0.30, a211oi_2 0.22, nor3_2 0.06, buf_2 0.11
-- worst min-delay path by stage --
stage / depth (start not counted) / startpoint / to / slack [ns]
finish: 2 / full$_DFFE_NP0P_ / full$_DFFE_NP0P_ / 0.56
global route: 2 / full$_DFFE_NP0P_ / full$_DFFE_NP0P_ / 0.59
CTS: 2 / full$_DFFE_NP0P_ / full$_DFFE_NP0P_ / 0.55
Power figures rest on the tool's default switching activity, not on a simulated workload.
