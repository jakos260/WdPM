**flow/constraint.sdc**
```tcl
current_design counter

set clk_period 1.5
set clk_io_pct 0.2

create_clock -name clk0 -period $clk_period [get_ports {clk}]

set non_clock_inputs [all_inputs -no_clocks]
set_input_delay [expr $clk_period * $clk_io_pct] -clock clk0 $non_clock_inputs
set_output_delay [expr $clk_period * $clk_io_pct] -clock clk0 [all_outputs]
```
**flow/design.v**
```verilog
`timescale 1ns/1ps
module counter(clk, rst, jmp_en, jmp_addr, pc);
    input clk;
    input rst;
	input jmp_en;
	input [7:0] jmp_addr;
    output reg [7:0] pc;
    initial pc = 8'd0;    
    always @(negedge clk)
    begin
        if(rst == 1)
            pc <= 8'd0;
        else
        begin
            if(jmp_en == 1)
                pc <= jmp_addr;
            else
                pc <= pc + 1;
        end
    end
endmodule
```
**flow/run.sh**
```bash
#!/bin/bash
# OpenROAD 26Q1-2900-gdf79404cd8, Yosys 0.63+post, stock flow scripts
make -C /OpenROAD-flow-scripts/flow DESIGN_CONFIG=/design/flow/config.mk WORK_HOME=/design/flow/orfs finish
```
**flow/config.mk**
```make
export PLATFORM = sky130hd
export DESIGN_NAME = counter
export DESIGN_NICKNAME = counter
export VERILOG_FILES = /design/flow/design.v
export SDC_FILE = /design/flow/constraint.sdc
export NUM_CORES = 4
export LEC_CHECK = 1
export CORE_AREA = 10 10 70 70
export DIE_AREA = 0 0 80 80
```
==> impl_report.txt <==
=== SYNTHESIS / PLACE & ROUTE SUMMARY ===
----------------------------------------------------
[STA]
  Number of failing setup endpoints in the final timing report ........................ 8
  Final hold violation count ........................ 0
  Hold_ws ........................ 0.621 ns
  Rel. slew slack ........................ 74.9%
  Sum Neg Setup Slack ........................ -2.18 ns
  Final worst setup slack ........................ -0.288 ns
  Clock skew ........................ 0.00655 ns
  Worst-Margin Slew ........................ 0.376 ns
  Final Max-Slew Violation Tally ........................ 0
  RSZ-0062 raised after global routing ........................ true

[Critical path]
  Critical path's largest stage delay ........................ 0.31 ns
  Worst reg-to-reg setup slack ........................ 0.11 ns
  Launch point of the critical path ........................ pc[1]$_SDFF_NP0_
  Worst path slowest cell ........................ sky130_fd_sc_hd__dfxtp_2
  Category of the worst setup path capture point ........................ primary output
  Highest fanout seen on the critical path ........................ 2
  Worst Path Class, Setup ........................ reg -> out
  Reg-to-reg startpoint ........................ pc[1]$_SDFF_NP0_
  Number of buffer and inverter instances along the worst setup path ........................ 1
  CP arrival ........................ 1.49 ns
  Cells traversed along the worst timing path ........................ buf_2
  WP data required ........................ 1.20 ns
  Crit start category ........................ register
  Kind of cell adding the most delay to the critical path ........................ flip-flops

[Logic synthesis]
  Largest area contributor in the netlist ........................ sky130_fd_sc_hd__dfxtp_1
  Cell area after technology mapping ........................ 375 sq um
  Unique cell types ........................ 16
  Flops out of synthesis ........................ 8
  Post-synthesis async set-or-reset flop share ........................ 0%
  Post-synth EDFFs ........................ 0
  Count of instantiated cells in the yosys netlist ........................ 45
  Yosys warnings ........................ 1
  Top cell type's share of synthesized area ........................ 42.7%
  Yosys stat chip area ........................ 375 sq um
  Mapped Cells ........................ 45
  Average size of a mapped cell ........................ 8.34 sq um
  Leading register cell type out of synthesis ........................ sky130_fd_sc_hd__dfxtp_1
  Post-synth area hogs ........................ sky130_fd_sc_hd__dfxtp_1 43%, sky130_fd_sc_hd__nor2_1 8.0%, sky130_fd_sc_hd__a311oi_1 7.0%, sky130_fd_sc_hd__xor2_1 7.0%, sky130_fd_sc_hd__or3_1 5.0%
  Seq share, synth ........................ 42.7%
  Ranking of synthesized cells by instance count ........................ 8 x sky130_fd_sc_hd__dfxtp_1, 8 x sky130_fd_sc_hd__nor2_1, 4 x sky130_fd_sc_hd__nand2_1

[Die]
  Total number of placement rows ........................ 21
  Die Y-Extent ........................ 80 um
  Die Width ........................ 80 um
  IO Count ........................ 19
  Initial core utilization ........................ 11.0%
  Total die size ........................ 6400 sq um
  Core area ........................ 3420 sq um

[Clock network]
  Clk sinks ........................ 8
  CTS Root Buffer Type ........................ sky130_fd_sc_hd__clkbuf_4
  Number of buffers between clock root and the deepest sink ........................ 2
  H-tree depth ........................ 1
  Number of buffers created by CTS ........................ 3
  Latest clock arrival within the worst-skew pair ........................ 0.32 ns
  Post-CTS Hold Buffers ........................ 0
  Clock transition at path regs ........................ 0.04 ns
  Clock tree from TritonCTS ........................ built

[GRT]
  First-pass GRT wire length ........................ 1.99 mm
  Maximum number of pins on one net before global-route repair ........................ 12
  Overall fraction of global-route tracks in use ........................ 4.00%
  Total overflow reported by the global router ........................ 0
  Initial antenna violation count ........................ 0
  Vias in the first global route ........................ 470

[Placed design]
  Detailed-placement wirelength estimate ........................ 990 um
  Weighted congestion at the end of routability-driven global placement ........................ 0.804
  Count of buffers inserted at the top-level ports ........................ 18
  Number of instances in the placed design ........................ 115

[Final layout]
  Final Util ........................ 21.0%
  Logic cell area ........................ 224 sq um
  Layout filler cell count ........................ 376
  Area taken by flip-flops and latches ........................ 170 sq um
  Max reg flops ........................ 8
  Largest registers ........................ pc (8)
  Fraction of layout instances using a drive strength above 1 ........................ 45.0%
  Area delta synth->final ........................ 91.3%
  Register bank with the most flops ........................ pc
  Non-filler cells in the finished layout ........................ 126

[Route]
  Residual DRC count ........................ 0
  Routed wire length per instance ........................ 9.92 um
  Via-per-instance ratio ........................ 3.41
  Routed vias ........................ 430
  Post-route antenna net violation count ........................ 0
  DRC marker count from the first detailed-route iteration ........................ 27
  Number of antenna diodes ........................ 0
  Number of optimization iterations in the first detailed-route pass ........................ 4
  Final routed wirelength across all metal layers ........................ 1.25 mm

[Outcome]
  Run status ........................ complete, but fails checks
  Violations in the final reports ........................ negative setup slack

[Flow run]
  Count of warning messages emitted by the tools ........................ 35
  Count of maximum capacitance violations ........................ 0

[Worst hold path]
  Worst hold-check path type ........................ reg -> reg
  Worst hold start ........................ pc[7]$_SDFF_NP0_

[Power and ir drop]
  Static Leakage ........................ 0.336 nW
  Power density normalized to cell area ........................ 837 nW/um^2
  Highest ir drop seen on vdd ........................ 263 uV

----------------------------------------------------
power breakdown:
| part | switching, mW | internal, mW | total [mW] |
|---|---|---|---|
| registers | 0.00718 | 0.233 | 0.241 |
| clock network | 0.125 | 0.120 | 0.246 |
| logic | 0.0486 | 0.0667 | 0.115 |
| total | 0.181 | 0.420 | 0.601 |
logic make-up (layout without fill, tap and decap cells):
| logic type | Yosys count | in the layout | synth area share (%) |
|---|---|---|---|
| flops | 8 | 8 | 42.7 |
| buf+inv | 4 | 39 | 4.00 |
| xor+xnor | 3 | 3 | 7.00 |
| fa+ha+maj | 1 | 1 | 3.33 |
| compound gates | 10 | 10 | 17.7 |
| mux | 1 | 1 | 2.67 |
| simple gates | 18 | 18 | 22.7 |
cell usage in the layout, fill, tap and decap left out:
cell / n
sky130_fd_sc_hd__a21oi_2: 1
sky130_fd_sc_hd__clkdlybuf4s15_2: 1
sky130_fd_sc_hd__dlymetal6s2s_1: 1
sky130_fd_sc_hd__nor2_1: 7
sky130_fd_sc_hd__a311oi_1: 1
sky130_fd_sc_hd__buf_4: 9
sky130_fd_sc_hd__nor2_2: 1
sky130_fd_sc_hd__inv_1: 8
sky130_fd_sc_hd__nand3_1: 1
sky130_fd_sc_hd__clkbuf_4: 3
sky130_fd_sc_hd__nand2_1: 4
sky130_fd_sc_hd__mux2i_1: 1
sky130_fd_sc_hd__clkdlybuf4s50_1: 3
sky130_fd_sc_hd__a21oi_1: 1
sky130_fd_sc_hd__a211oi_2: 1
sky130_fd_sc_hd__buf_2: 8
sky130_fd_sc_hd__nand4_1: 1
sky130_fd_sc_hd__o21ai_0: 3
sky130_fd_sc_hd__or3_1: 3
sky130_fd_sc_hd__ha_1: 1
sky130_fd_sc_hd__a311oi_2: 2
sky130_fd_sc_hd__dfxtp_2: 8
sky130_fd_sc_hd__dlygate4sd2_1: 5
sky130_fd_sc_hd__xor2_1: 3
sky130_fd_sc_hd__nand3_2: 1
sky130_fd_sc_hd__a211oi_1: 1
sky130_fd_sc_hd__clkinv_4: 1
cell type report:
class | instances | share of cell area [%]
timing repair buffer | 27 | 28.6
inverter | 1 | 1.22
clock buffer | 3 | 3.14
clock inverter | 8 | 4.18
multi-input combinational | 33 | 31.2
tap | 46 | 8.01
sequential | 8 | 23.7
final timing paths:
check,to,depth (start not counted)
hold / removal,pc[7]$_SDFF_NP0_,3
hold reg to reg,pc[7]$_SDFF_NP0_,3
setup / recovery,pc[1],1
setup reg to reg,pc[6]$_SDFF_NP0_,5
stage by stage:
step                setup WS (ns)  instance area [sq um]  total power [mW]
detailed placement         -0.636                    671             0.404
CTS                        -0.299                    692             0.609
global placement           -0.610                    671             0.403
finish                     -0.288                    718             0.601
floorplan                 0.00316                    392             0.317
global route               -0.331                    718             0.665
routing by layer:
layer  track usage [%]  up-vias  part of all wire, %
li1                  -      229                    -
met4              1.41        0                    0
met2              5.38       16                   41
met3              3.86        0                   16
met1              4.24      185                   44
met5                 0        -                    0
what timing repair did:
item | in CTS | in global routing
endpoints found under the setup margin | 16 | 13
setup buffers | 1 | 0
resized | 41 | 7
pin swaps | 4 | 3
No activity file was given, so power comes from the tool's default toggle rates.
